[flow/constraint.sdc]
current_design DivisorDeFrequencia

set clk_period 5.0
set clk_io_pct 0.2

create_clock -name clk0 -period $clk_period [get_ports {clk}]

set non_clock_inputs [all_inputs -no_clocks]
set_input_delay [expr $clk_period * $clk_io_pct] -clock clk0 $non_clock_inputs
set_output_delay [expr $clk_period * $clk_io_pct] -clock clk0 [all_outputs]
[flow/config.mk]
export PLATFORM = sky130hd
export DESIGN_NAME = DivisorDeFrequencia
export DESIGN_NICKNAME = DivisorDeFrequencia
export VERILOG_FILES = /design/flow/design.v
export SDC_FILE = /design/flow/constraint.sdc
export NUM_CORES = 4
export LEC_CHECK = 1
export CORE_AREA = 10 10 95 95
export DIE_AREA = 0 0 105 105
[flow/run.sh]
#!/bin/bash
# OpenROAD 26Q1-2900-gdf79404cd8, Yosys 0.63+post, stock flow scripts
make -C /OpenROAD-flow-scripts/flow DESIGN_CONFIG=/design/flow/config.mk WORK_HOME=/design/flow/orfs finish
[flow/design.v]
module DivisorDeFrequencia (
  input wire clk,
  output wire divided_clk
);
  reg [31:0] count;
  reg toggle;
  parameter DIV_VALUE = 100;
  always @(posedge clk) begin
		if (count == DIV_VALUE - 1) begin
		  count <= 0;
		  toggle <= ~toggle;
		end
		else
		  count <= count + 1;
	end
  assign divided_clk = toggle;
endmodule
==> run notes <==
Results of an implementation run.

The flow ran to the end, and the final reports show no timing, DRC or antenna violations. The synthesis area per yosys is 1360 um2. The total overflow reported by the global router is 0. The script reports the combined buffer and inverter count of the critical path as 1. The synthesized netlist cell count is 137. The worst ir drop on vdd is 0.0788 mV. The number of max-cap violations is 0.

The post-cts repair resize count is 0. The number of cells on the worst reg-to-reg path is 5. The critical path goes through clkdlybuf4s50_1.

The achievable clock frequency is 480 MHz. The post-layout worst setup margin is 2.92 ns. The worst path needs 2.08 ns of the cycle, external delays included. For this run, the slowest stage of the critical path takes 0.46 ns. The headroom to the max-slew limit is 0.469. The number of fill cells is around 750. The report gives the cell count of the worst hold path as 1. The core area is between 6000 and 7000 um2. The category of cells accounting for the largest share of critical-path delay is buffers and inverters. The post-cts hold-fix buffer tally is 0. The share of the yosys chip area belonging to registers is 0.494. The setup path with the least slack is of type reg -> out. In the routed netlist, the antenna diode instances number 0. The top fanout value on the critical path is 2. The accumulated negative setup slack is 0 ns.

Once layout is complete, the cells apart from fillers number 242. The share of the cycle needed by the critical path after routing is 0.417. In this run the critical register-to-register path is captured at count[28]. The first global-routing pass estimated 4060 um of wire. The timing report gives the clock slew at the launch and capture registers of the worst setup and hold paths as 0.06 ns. The total routing usage reported by global routing is 0.0424. After clock tree synthesis, the setup repair step added 0 buffers. Per the post-synthesis stats, the area per cell is 9.90 um2. For the worst min-delay path, the startpoint reported by OpenROAD is count[31]. Leaving out fill and tap cells, the most frequent cell in the layout is dfxtp_1.

The largest clock skew in the final design is 0.00346 ns. The count of tool warnings is 25. The tally of yosys warning messages is 1.

The report lists the number of standard-cell rows as 30. The number of different library cells in the post-synthesis netlist is 22. The number of global-route vias before repair is 861. The worst setup path is launched from a flip-flop. The startpoint of the worst-slack reg-to-reg timing path is count[0]. The detailed-routing iteration count for the pre-antenna-repair pass is 4. The post-route utilization of the core is recorded as 0.227.

Timing analysis after detailed placement gives a worst setup slack of about 3 ns. Per the synthesis report, the dominant area consumer among library cells is dfxtp_1. The total via count after detailed routing is 956. According to the timing report, the data required time at the worst endpoint equals 4.00 ns.

TritonCTS built the clock tree. The script logs the mean routed wire length per placed instance as approximately 9.6 um. Counting flops and latches in the post-synthesis netlist gives 33. The routed layout reports a DRC error count of 0. The worst hold path terminates at count[31]. Power spread over the standard cell area amounts to slightly below 300 nW/um2.

The total routed wirelength is 2310 um. The H-tree depth is 2. The cell total after placement is 234.

According to the CTS report, the clock sink count is 33. No sink is reached through more buffers than the 2 on the longest clock path. The largest net degree at the start of global routing is 11. The routed via count divided by cell count is 3.95. Yosys attributes the largest share of cell area to dfxtp_1 47%, xnor2_1 17%, nand4_1 6.9%.

The proportion of layout cells with a drive suffix above 1 is 0.0616. In the floorplan report the effective utilization is 0.196. Data arrives at the worst endpoint at 1.08 ns. Setup repair after global routing left no endpoint under its margin. The netlist area before placement is 1360 um2.

The number of hold violations in the final report is 0. The library cells used most frequently in the layout, excluding fill and tap cells, are 32 x dfxtp_1, 27 x xnor2_1, 15 x nand4_1. The slew at the pin closest to its max-slew limit is 0.790 ns.

The overall die size recorded for this design is 11000 um2. The total of buffers placed on input and output ports is 1. The number of antenna violations at the first check in global routing was 0. On the critical path, the stage with the largest delay is an instance of clkdlybuf4s50_1. The floorplan die width is 105 um.

The count of final max-slew check failures is 0. The synthesis-to-finish area growth is 15.7%. TritonCTS created 5 clock buffers.

The min-delay analysis places its worst path in the category reg -> reg. The setup slack on the worst flop-to-flop path is ~3 ns. On the final layout, the worst hold slack is between 0.4 and 0.5 ns. Pin placement for this block handled 2 I/O pins. The number of design-rule violations left by the first detailed-router iteration is 37. The area fraction of the largest cell type after synthesis is 0.472. The sort of element at the end of the critical path is a primary output. The final timing report counts setup violations totalling 0. The worst-skew pair later-pin latency is 0.28 ns.

The floorplan die height is between 100 and 150 um. The congestion estimate from routability-driven global placement came to 0.793. Summed over all nets, the half-perimeter wirelength after detailed placement is 1600 um. The leakage power in the latest report is around 0.46 nW.

The number of standard cells reported by yosys is around 140. The clock tree root driver cell is clkbuf_8. The number of nets with antenna violations after detailed routing is 0.
[synth_stat cells, drive strengths merged]
cell / instances
xnor2: 27
nor3: 5
dfxtp: 32
and4: 2
nor4b: 1
buf: 1
nor2: 10
and2: 3
nand4: 15
and3: 4
nor2b: 1
ha: 1
or4: 2
edfxtp: 1
xor2: 3
nor4: 6
nand3: 11
inv: 3
nand2: 9
[power by group]
group	switching, W	internal (W)	total, W
combinational	0	0	0.000000000147
sequential	0	0.000264	0.000264
clock	0.0000904	0.0000987	0.000189
total	0.0000904	0.000363	0.000453
[how the worst max path moves through the flow]
| stage | start | to | slack, ns | cells after the start |
|---|---|---|---|---|
| 4_1_cts | toggle | divided_clk | 2.90 | 1 |
| 6_report | toggle | divided_clk | 2.92 | 1 |
| 5_1_grt | toggle | divided_clk | 2.86 | 1 |
[metal layers]
metal | GRT usage | wire length [um]
met5 | 0 | 0
met2 | 0.0556 | 913
met1 | 0.0657 | 1260
met3 | 0.0137 | 89
met4 | 0.00784 | 51
[per-stage QoR]
stage	power (W)	cell area, um2
final	0.000453	1570
after global placement	0.000270	1490
after global routing	0.000467	1570
after detailed placement	0.000270	1490
after floorplan	0.000270	1360
after CTS	0.000456	1570
[cell type report]
| cell class | count | area, um2 | area share |
|---|---|---|---|
| Multi-Input combinational cell | 100 | 669 | 0.427 |
| Timing Repair Buffer | 2 | 17.5 | 0.0112 |
| Tap cell | 96 | 120 | 0.0766 |
| Sequential cell | 33 | 671 | 0.427 |
| Inverter | 3 | 11.3 | 0.00718 |
| Clock buffer | 8 | 80.1 | 0.0510 |
[cell families after synthesis]
family | after synthesis | share of synthesized area
xor gates and xnor gates | 30 | 0.194
and+or+nand+nor | 69 | 0.291
buffers and inverters | 4 | 0.0120
DFF | 33 | 0.494
adders and majority gates | 1 | 0.00922
[registers in the layout, summed over array words and instances, names as in the netlist]
name and count:
toggle 1, count 32
Power figures rest on the tool's default switching activity, not on a simulated workload.
